[design/flow/design.v]
module Adder(
  input        clock,
  input        reset,
  input  [7:0] io_a,
  input  [7:0] io_b,
  output [7:0] io_out
);
  assign io_out = $signed(io_a) + $signed(io_b);  
endmodule
[design/flow/run.sh]
#!/bin/bash
# OpenROAD 26Q1-2900-gdf79404cd8, Yosys 0.63+post, stock flow scripts
make -C /OpenROAD-flow-scripts/flow DESIGN_CONFIG=/design/flow/config.mk WORK_HOME=/design/flow/orfs finish
[design/flow/config.mk]
export PLATFORM = sky130hd
export DESIGN_NAME = Adder
export DESIGN_NICKNAME = Adder
export VERILOG_FILES = /design/flow/design.v
export SDC_FILE = /design/flow/constraint.sdc
export NUM_CORES = 4
export LEC_CHECK = 1
export CORE_AREA = 10 10 70 70
export DIE_AREA = 0 0 80 80
[design/flow/constraint.sdc]
current_design Adder

set clk_period 4.6
set clk_io_pct 0.2

create_clock -name clk0 -period $clk_period

set non_clock_inputs [all_inputs -no_clocks]
set_input_delay [expr $clk_period * $clk_io_pct] -clock clk0 $non_clock_inputs
set_output_delay [expr $clk_period * $clk_io_pct] -clock clk0 [all_outputs]
==> flow_summary.yaml <==
# yosys + openroad results
status:
  status: "completed"
placed_design:
  gp_congestion: 0.7551
  portBuffers: 24
  dpl-instance-area_sq_um: 629.4
logic_synthesis:
  ys_warn_count: 0
  ys_cells: 42
  syn_avg_cell_area_sq_um: 7.894
  ys_chip_area_sq_um: 331.6
  synth_cells: 42
  synth_cell_types: 23
  ys_seq_share: 0
  top_area_frac: 0.2642
  synthTopCellsByCount: "ha_1, a21oi_1, inv_1"
  yosysMostFrequentCell: "ha_1"
  netlist_area_sq_um: 331.6
  top_area_cell: "ha_1"
  topCellsByArea: "ha_1, a21oi_1, o211ai_1, fa_1, inv_1"
power_and_ir_drop:
  p_per_area_nw_per_um2: 123.5
  p_leak_nw: 0.2417
  ir_drop_uv: 36.07
die:
  die_w_microns: 80
  chipHeight_microns: 80
  fp-row-count: 21
  core_area_sq_um: 3416
  fp_util: 0.09707
  top_level_ports: 26
  dieArea_sq_um: 6400
final_layout:
  nClkBuffers: 0
  syn2layout_area_growth_pct: 89.81
  drive_gt1_frac: 0.01515
  ff_latch_area_sq_um: 0
  flops: 0
  stdcell_area_sq_um: 629.4
final_timing:
  finalHoldViolCount: 0
  slew_headroom: 0.7350
  rsz0062_at_grt: "no"
  final-max-slew-violation-count: 0
  finalSetupTns_ps: 0
  holdWs_ps: 2862
  worst_pin_slew_ps: 395.1
  period_needed_ps: 3901
  setup_violations: 0
  period_used_share: 0.8480
  max_freq_ghz: 0.2564
cts:
  cts_hold_buffers: 0
  cts_resized: 0
  post_cts_buffers: 0
drt:
  topRoutingLayerUsed: "met3"
  wl_met1_microns: 498
  wl_per_cell_microns: 10.11
  vias: 393
  drtAntennaViolNets: 0
  dr.pass1.iters: 4
  diodes: 0
  drc: 0
  finalWirelength_mm: 1.132
  vias_per_cell: 3.509
  wl_met3_microns: 202
  drt_iter0_drc: 14
  met2_length_microns: 432
worst_setup_path:
  cp-start-kind: "input port"
  crit_arrival_ps: 2980
  cp-end-kind: "output pin"
  cpMostUsedCell: "clkdlybuf4s50_1"
  crit_type: "input port to output pin"
  cp.buffers_inverters: 3
  crit_chain: "clkdlybuf4s50_1, ha_1, inv_1, fa_1, nor2b_4, o31a_1, o311ai_1, clkdlybuf4s50_1"
  worst_ep_required_time_ps: 3680
  path_delay_family: "buffers and inverters"
  max_stage_delay_ps: 520
  critPathMaxFanout: 3
  critPathSlowestCell: "clkdlybuf4s50_1"
min_path:
  hp-class: "input port to output pin"
grt:
  first_global_vias: 400
  grt_pass1_wl_mm: 1.780
  grt_usage: 0.03329
  antenna_found_initial: 0
  overflow: 0
  grt_max_degree: 7
job:
  warnings: 34
  maxCapViolations: 0
==> layer usage <==
metal / track usage / vias up
li1: - / 209
met1: 0.04431 / 166
met2: 0.04735 / 18
met3: 0.02045 / 0
met4: 0 / 0
met5: 0 / -
==> final cells by class <==
cell class | instances | area [sq um]
Timing Repair Buffer | 24 | 240.2
Inverter | 5 | 18.77
Tap cell | 46 | 57.56
Fill cell | 395 | 2786
Multi-Input combinational cell | 37 | 312.8
==> where the power goes <==
part	switching [mW]	internal, mW
logic	0.0271	0.0506
clock network	0	0
registers	0	0
total	0.0271	0.0506
==> cells by family (layout without fill, tap and decap cells) <==
group	Yosys count	count (layout)	share of synthesized area
compound gates	18	18	0.3736
xor+xnor	4	4	0.1057
fa+ha+maj	8	8	0.3245
buf+inv	5	29	0.05661
simple gates	7	7	0.1396
==> cell usage in the layout (no fill, tap or decap), types with 2 or more instances in the layout <==
master and n:
o21ai_0 2, clkdlybuf4s50_1 24, a21oi_1 5, inv_1 5, o211ai_1 3, xnor2_1 2
ha_1 7, xor2_1 2
==> final timing paths <==
check,startpoint,depth (start not counted),slack (ps),end
max,io_a[0],8,700,io_out[6]
min,io_b[0],3,2860,io_out[0]
==> stage by stage <==
| stage | utilization | total power [mW] | std cells | worst slack, ps |
|---|---|---|---|---|
| after floorplan | - | 0.03312 | 42 | 1778 |
| after global placement | 0.1842 | 0.07841 | 112 | 686.8 |
| after detailed placement | 0.1842 | 0.07882 | 112 | 672.8 |
| after CTS | 0.1842 | 0.07976 | 112 | 661.3 |
| after global routing | 0.1842 | 0.08734 | 112 | 530.8 |
| final | 0.1842 | 0.07770 | 112 | 699.2 |
No activity file was given, so power comes from the tool's default toggle rates.
